==> design.v <==
module Elevator_CTRL #(Num_Floors = 5)(
input logic   			CLK,
input logic   			RST,
input logic [Num_Floors-1:0]	i_req_ext,
input logic [Num_Floors-1:0]	i_req_inter,
input logic			i_stop,
output logic [2:0]		     o_current_floor,
output logic			     o_up,
output logic			     o_down,
output logic			     o_door
);
logic [Num_Floors-1:0]	cmp_out;
typedef enum {	Start,
		Wait,
		Stop,
		Ideal,
		Moving_up,
		Moving_down
} Elevator ;
     Elevator next_s,current_s;
always @(posedge CLK or negedge RST or posedge i_stop)
begin 
	if(!RST) begin
		current_s <= Start;
		end
	else if (i_stop)begin
		current_s <= Stop;
		end
	else 	begin
		current_s <= next_s;
		end
end
always @(*)
begin
		o_door = 0;
		o_up   = 0;
		o_down = 0;
		cmp_out= cmp_out;
  case(current_s)
	Start: begin
		o_door = 0;
		o_up   = 0;
		o_down = 0;
		cmp_out= 5'b1;
		next_s = Ideal;
		end
	Ideal: begin
		if(i_req_inter == 0 && i_req_ext == 0)begin
					next_s = Ideal;
					o_door = 1;
					o_up   = 0;
					o_down = 0;
					cmp_out= cmp_out;
				end
		else if (i_req_inter > cmp_out || i_req_ext > cmp_out) begin
					next_s = Moving_up;
					o_door = 0;
					o_up   = 1;
					o_down = 0;
					cmp_out= cmp_out;
				end
		else if (i_req_inter < cmp_out || i_req_ext < cmp_out) begin
					next_s = Moving_down;
					o_door = 0;
					o_up   = 0;
					o_down = 1;
					cmp_out= cmp_out;
				end
		else  		begin
					next_s = Ideal;
					o_door = 1;
					o_up   = 0;
					o_down = 0;
					cmp_out= cmp_out;
				end
		end
	Moving_up: begin
		o_door = 0;
		o_up   = 1;
		o_down = 0;
		cmp_out= (cmp_out << 1);
				    if(i_req_inter == cmp_out || i_req_ext == cmp_out) begin
					next_s = Wait;
					     end
	   			   else begin
					next_s = Ideal;
					    end
	     end
	Moving_down: begin
		o_door = 0;
		o_up   = 0;
		o_down = 1;
		cmp_out= (cmp_out >> 1);
				    if(i_req_inter == cmp_out || i_req_ext == cmp_out) begin
					next_s = Wait;
					     end
	   			   else begin
					next_s = Ideal;
					    end
	    end
	Wait: begin
		o_door = 1;
		o_up   = 0;
		o_down = 0;
		cmp_out= cmp_out;
				    if(i_req_inter == cmp_out || i_req_ext == cmp_out) begin
					next_s = Wait;
					     end
	   			   else begin
					next_s = Ideal;
					    end
	    end
	Stop: begin
		o_door = 0;
		o_up   = 0;
		o_down = 0;
	    if(i_stop) begin
		next_s = Stop;
			end
	    else begin
		next_s = Ideal;
			end
		end
	default: begin
		o_door = 0;
		o_up   = 0;
		o_down = 0;
		cmp_out= cmp_out;
		next_s = Stop;
	    end 
endcase
end
always @(*)
begin
  case(cmp_out)
	5'b00001: begin o_current_floor = 3'b001; end
	5'b00010: begin o_current_floor = 3'b010; end
	5'b00100: begin o_current_floor = 3'b011; end
	5'b01000: begin o_current_floor = 3'b100; end
	5'b10000: begin o_current_floor = 3'b101; end
	default: begin o_current_floor = 3'b0; end
  endcase
end
endmodule
==> run.sh <==
#!/bin/bash
# OpenROAD 26Q1-2900-gdf79404cd8, Yosys 0.63+post, stock flow scripts
make -C /OpenROAD-flow-scripts/flow DESIGN_CONFIG=/design/flow/config.mk WORK_HOME=/design/flow/orfs finish
==> config.mk <==
export PLATFORM = sky130hd
export DESIGN_NAME = Elevator_CTRL
export DESIGN_NICKNAME = Elevator_CTRL
export VERILOG_FILES = /design/flow/design.v
export SDC_FILE = /design/flow/constraint.sdc
export NUM_CORES = 4
export LEC_CHECK = 1
export CORE_AREA = 10 10 80 80
export DIE_AREA = 0 0 90 90
==> constraint.sdc <==
current_design Elevator_CTRL

set clk_period 4.7
set clk_io_pct 0.2

create_clock -name clk0 -period $clk_period [get_ports {CLK}]

set non_clock_inputs [all_inputs -no_clocks]
set_input_delay [expr $clk_period * $clk_io_pct] -clock clk0 $non_clock_inputs
set_output_delay [expr $clk_period * $clk_io_pct] -clock clk0 [all_outputs]
==> impl.org <==
#+TITLE: Synthesis and PnR summary

** Outcome
- Result of the run :: finished, final reports clean

** Clocking
- Post-CTS Setup Repair Bufs :: 0
- Hold buffers post-CTS :: 0
- Clock tree from TritonCTS :: built
- The root buffer cell chosen for the clock tree is sky130_fd_sc_hd__clkbuf_8.
- Gates resized during post-CTS repair numbered 0.
- In this run, CTS created clock tree buffers numbering 3.
- Per the CTS log, the buffer count on the longest clock path is 2.
- Clock latency on the worst-skew pair, taken at its later pin, is 0.21 ns.
- Register clock-pin slew on the reported worst setup and hold paths :: 0.03 ns
- Number of H-tree levels :: 1

** Critical path
- STA puts the critical path data required time at 3.76 ns.
- Counting cells, the worst reg-to-reg path comes to 3.
- Crit. End Element :: output port
- Arrival time at the worst endpoint :: 3.26 ns
- Startpoint class of the critical path :: input port
- Worst setup path class :: input port to output port
- Crit Path Max Fanout :: 4

** Worst hold path
- The worst hold path belongs to the class flop to flop.
- The number of cells on the worst hold path is listed as 1.

** Final timing
- Setup repair after global routing missed its margin :: no
- 8 endpoints have no timing constraint.
- Number of endpoints failing setup at the final stage :: 0
- Based on the critical path, the design can be clocked at up to 0.238 GHz.
- Count of unclocked register or latch pins :: 5
- Clock Skew :: 0.00278 ns
- After routing, the total negative slack on setup checks comes to 0 ns.
- Max-slew check failures listed in the final report amount to 0.
- The worst path needs 4.20 ns of the cycle, external delays included.
- Worst slew margin relative to its limit :: 0.656
- Fin. Hold Viols :: 0
- Transition time of the tightest slew-check pin :: 0.516 ns
- Portion of the clock cycle consumed by the worst path in the final layout :: 0.894

** Die
- Overall chip area :: 8100 um^2
- Die span in x :: 90 um
- The die is 90 um tall.
- Starting density of the core :: 0.194
- Placeable core region :: 4720 um^2
- In this run the core area contains 25 standard-cell rows.
- Top-level I/O count :: 19

** Global routing
- Global router's overall resource usage :: 0.0594
- Entering global routing, the biggest net connects 14 pins.
- Summed over all layers, the global routing overflow is 0.
- The via count of the first global-routing pass is 913.
- Wire length of the first global-routing pass :: 4220 um
- Initial antenna violation count :: 0

** Placement
- The congestion estimate from routability-driven global placement came to 0.844.
- Detailed placement reports a standard cell area of 1130 um^2.
- During placement, the flow inserted port buffers numbering 18.
- Half-perimeter wire length after detailed placement :: 1910 um

** Detailed routing
- Detailed-route DRC error count :: 0
- The repair_antennas step left the layout with diodes totalling 0.
- Avg Vias per Cell :: 4.23
- Final ANT Viol Nets :: 0
- The routed design uses 1160 um of met2 wire.
- The detailed router reports a met3 wire length of 34 um.
- For this block, the via count after detailed routing is 846.
- Routed wire per std cell :: 11.7 um
- Wire length reported by the detailed router :: 2330 um
- First-pass detailed-route iteration total :: 4
- After the first detailed-routing iteration, the DRC count stood at 29.
- Met1 Routed Length :: 1140 um
- Top Metal Used :: met3

** Job
- Max Cap Viol :: 0
- Summing over the stages, the warning tally comes to 26.

** Cells and area
- Fill cell instance count of the final layout :: 508
- For the completed layout, the total cell area is recorded as 1170 um^2.
- Per the final layout report, the fraction of cells sized above drive strength 1 comes to 0.0226.
- Area growth from synthesis to layout :: 28.3%

** Logic synthesis
- After synthesis, the design contains 118 cells according to Yosys.
- Post-Syn Instances :: 118
- The synthesis log from Yosys contains 11 warnings.
- After synthesis, the netlist uses 32 different library cells.
- The synthesis stat section lists a flop and latch total of 8.
- The area recorded from the Yosys report for this design is 916 um^2.
- The largest total area in the synthesized netlist belongs to sky130_fd_sc_hd__ha_1.
- The main area contributors are sky130_fd_sc_hd__ha_1 14%, sky130_fd_sc_hd__xnor2_1 13%, sky130_fd_sc_hd__dlxtn_1 8.2%.
- Per the post-synthesis stats, the area per cell is 7.76 um^2.
- The cell area that synthesis handed to floorplanning was 916 um^2.
- Share of Yosys cell area claimed by the top area cell type :: 0.137

** Power
- Peak supply drop :: 0.0923 mV
- Static leakage power :: 0.438 nW
- For this design the ratio of total power to cell area is 278 nW/um^2.
cell type report:
type | count | area (um^2) | area share
timing repair buffer | 18 | 180 | 0.153
sequential | 8 | 158 | 0.134
tap | 67 | 83.8 | 0.0714
multi-input combinational | 97 | 686 | 0.584
clock buffer | 4 | 45.0 | 0.0383
inverter | 6 | 22.5 | 0.0192
cells by family after synthesis:
| kind of cell | Yosys count | share of synthesized area |
|---|---|---|
| latches | 5 | 0.0820 |
| XOR/XNOR | 19 | 0.182 |
| AND-OR/OR-AND | 19 | 0.126 |
| AND/OR/NAND/NOR | 46 | 0.272 |
| buffers and inverters | 13 | 0.0792 |
| adder cells (fa/ha/maj) | 10 | 0.137 |
| flip-flops | 3 | 0.0902 |
| multiplexers | 3 | 0.0328 |
metrics by stage:
stage / util / worst slack [ns] / power, mW / cells / hold WS (ns)
final: 0.249 / 0.499 / 0.327 / 200 / 0.545
after global routing: 0.249 / 0.318 / 0.358 / 200 / 0.596
after CTS: 0.249 / 0.499 / 0.332 / 200 / 0.549
after detailed placement: 0.239 / 0.509 / 0.255 / 196 / 0.544
after global placement: 0.239 / 0.514 / 0.255 / 196 / 0.551
after floorplan: - / 1.70 / 0.188 / 118 / 0.493
power breakdown:
part | total (mW) | switching (mW) | leakage (nW) | internal [mW]
registers | 0.0983 | 0.0429 | 0.0778 | 0.0554
clock network | 0.0739 | 0.0162 | 0.0228 | 0.0578
logic | 0.154 | 0.0638 | 0.337 | 0.0906
total | 0.327 | 0.123 | 0.438 | 0.204
cell usage after synthesis:
master / n
sky130_fd_sc_hd__a21o_1: 2
sky130_fd_sc_hd__a21oi_1: 5
sky130_fd_sc_hd__a22oi_1: 1
sky130_fd_sc_hd__a31oi_1: 1
sky130_fd_sc_hd__and3_1: 4
sky130_fd_sc_hd__buf_4: 2
sky130_fd_sc_hd__buf_6: 2
sky130_fd_sc_hd__clkbuf_1: 2
sky130_fd_sc_hd__clkbuf_2: 1
sky130_fd_sc_hd__dfbbp_1: 1
sky130_fd_sc_hd__dfrtp_1: 2
sky130_fd_sc_hd__dlxtn_1: 5
sky130_fd_sc_hd__ha_1: 10
sky130_fd_sc_hd__inv_1: 6
sky130_fd_sc_hd__mux2i_1: 3
sky130_fd_sc_hd__nand2_1: 4
sky130_fd_sc_hd__nand2b_1: 3
sky130_fd_sc_hd__nand3_1: 4
sky130_fd_sc_hd__nand3b_1: 1
sky130_fd_sc_hd__nand4_1: 4
sky130_fd_sc_hd__nor2_1: 8
sky130_fd_sc_hd__nor2b_1: 7
sky130_fd_sc_hd__nor3_1: 5
sky130_fd_sc_hd__nor4_1: 5
sky130_fd_sc_hd__o211a_1: 1
sky130_fd_sc_hd__o21a_1: 1
sky130_fd_sc_hd__o21ai_0: 6
sky130_fd_sc_hd__o22ai_1: 1
sky130_fd_sc_hd__o31ai_1: 1
sky130_fd_sc_hd__or4_1: 1
sky130_fd_sc_hd__xnor2_1: 14
sky130_fd_sc_hd__xor2_1: 5
critical path: stages:
cell,delay (ns)
sky130_fd_sc_hd__clkdlybuf4s50_1,0.51
sky130_fd_sc_hd__ha_1,0.35
sky130_fd_sc_hd__a21o_1,0.18
sky130_fd_sc_hd__a21oi_1,0.19
sky130_fd_sc_hd__a22oi_1,0.15
sky130_fd_sc_hd__nor4_1,0.33
sky130_fd_sc_hd__o21a_1,0.15
sky130_fd_sc_hd__clkdlybuf4s50_1,0.46
cells in the final DEF (no fill, tap or decap), types with 4 or more instances in the layout:
cell / n
sky130_fd_sc_hd__a21oi_1: 5
sky130_fd_sc_hd__and3_1: 4
sky130_fd_sc_hd__clkdlybuf4s50_1: 18
sky130_fd_sc_hd__dlxtn_1: 5
sky130_fd_sc_hd__ha_1: 10
sky130_fd_sc_hd__inv_1: 6
sky130_fd_sc_hd__nand2_1: 4
sky130_fd_sc_hd__nand3_1: 4
sky130_fd_sc_hd__nand4_1: 4
sky130_fd_sc_hd__nor2_1: 8
sky130_fd_sc_hd__nor2b_1: 7
sky130_fd_sc_hd__nor3_1: 5
sky130_fd_sc_hd__nor4_1: 5
sky130_fd_sc_hd__o21ai_0: 6
sky130_fd_sc_hd__xnor2_1: 14
sky130_fd_sc_hd__xor2_1: 5
layer usage:
layer	vias up	global-route usage
met5	-	0
li1	447	-
met1	391	0.0796
met4	0	0.00663
met2	8	0.106
met3	0	0.00251
worst paths after layout:
kind                               from           end  slack [ns]
hold reg to reg            current_s[2]  current_s[0]        0.54
setup reg to reg           current_s[1]  current_s[1]        3.12
setup / recovery           i_req_ext[3]        o_down        0.50
max in group asynchronous           RST  current_s[1]        3.40
min in group asynchronous        i_stop  current_s[2]        1.01
hold / removal             current_s[2]  current_s[0]        0.54
flip-flops by register name, summed over array words and instances, names as in the netlist:
name,cells
current_s,3
cmp_out,5
Power and IR drop assume default switching activity.
